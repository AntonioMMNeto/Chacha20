===== ./config.mk =====
export PLATFORM = sky130hd
export DESIGN_NAME = Q_R_Ger
export DESIGN_NICKNAME = Q_R_Ger
export VERILOG_FILES = /design/flow/design.v
export SDC_FILE = /design/flow/constraint.sdc
export NUM_CORES = 4
export LEC_CHECK = 1
export CORE_AREA = 10 10 117 117
export DIE_AREA = 0 0 127 127

===== ./constraint.sdc =====
current_design Q_R_Ger

set clk_period 16.9
set clk_io_pct 0.2

create_clock -name clk0 -period $clk_period

set non_clock_inputs [all_inputs -no_clocks]
set_input_delay [expr $clk_period * $clk_io_pct] -clock clk0 $non_clock_inputs
set_output_delay [expr $clk_period * $clk_io_pct] -clock clk0 [all_outputs]

===== ./design.v =====
module Q_R_Ger (a_s,b_s,c_s,d_s,a,b,c,d) ;
parameter num_bits=32;
output reg [num_bits -1:0] a_s,b_s,c_s,d_s;
input [num_bits -1:0] a,b,c,d;
always 
begin
	 a_s = a+ b;
	 d_s = d ^ a;
	 d_s = (((d) << (16)) | ((d) >> ( 16)));
    c_s = c + d;
	 b_s = b ^ c;
	 b_s = (((b) << (12)) | ((b) >> ( 20)));
    a_s = a+ b;
	 d_s = d ^ a;
	 d_s = (((d) << (8)) | ((d) >> ( 24)));
    c_s = c + d;
	 b_s = b ^ c;
	 b_s = (((b) << (7)) | ((b) >> ( 25))) ;
end
endmodule

===== ./run.sh =====
#!/bin/bash
# OpenROAD 26Q1-2900-gdf79404cd8, Yosys 0.63+post, stock flow scripts
make -C /OpenROAD-flow-scripts/flow DESIGN_CONFIG=/design/flow/config.mk WORK_HOME=/design/flow/orfs finish

==> run notes <==
Notes from the flow run.

Pwr:
- The run puts the leakage power figure at ~0.0025 uW.
- Of the total power, registers draw 0.
- IR analysis of the VDD net gives a maximum drop of 0.0200 mV.
- The run puts the fraction of power consumed by the clock network at 0.
- The run gives the fraction of power spent switching nets as 0.391.
- The run puts the power per cell area at roughly 41 nW/um^2.
- The run puts the combinational power share at 1.000.
- The run gives the total net switching power as approximately 96 uW.
- The internal power of the cells totals ~150 uW.

Timing:
- The run gives the final hold violation count as 0.
- The run puts the max-slew violation total from the final report at 0.
- The run puts the minimum period implied by the final worst setup slack at around 10 ns.
- Setup repair after global routing left no endpoint under its margin.
- Summed over all failing endpoints, the final setup total negative slack is 0 ns.
- The last timing report of the flow puts the setup violation total at 0.
- Looking at the max-slew report, the worst-margin pin has a slew of approximately 0.50 ns.
- The run gives the highest achievable clock rate as ~100 MHz.
- The run puts the share of the clock period used by the worst path at 0.599.
- Across all checked pins, the minimum headroom to the slew limit is 0.666.

Layout:
- The run puts the number of sequential cells at 0.
- The run puts the number of clock-tree buffers in the layout at 0.
- Leaving out fill and tap cells, the most frequent cells in the layout are sky130_fd_sc_hd__clkdlybuf4s50_1 (256), sky130_fd_sc_hd__ha_1 (62), sky130_fd_sc_hd__a21oi_1 (56).
- The run gives the area growth from synthesis to layout as 60.4%.
- The area taken by sequential standard cells is reported as 0 um^2.
- In the final layout, the share of cells above drive strength 1 is 0.0201.
- The run gives the commonest non-fill, non-tap cell in the layout as sky130_fd_sc_hd__clkdlybuf4s50_1.
- The run gives the number of non-filler instances in the completed layout as 842.

Route:
- Per the log, the first TritonRoute iteration ended with a DRC count of 254.
- The run gives the total number of vias as approximately 4.3k.
- In the log, the iteration count for the first detailed-route pass is 5.
- The count of nets left with antenna violations once routing finished came out at 0.
- For this run, the detailed router reports a per-instance via density of about 5.
- The run gives the final routed wire length divided by cell count as between 15 and 20 um.
- The run gives the total wirelength of the detailed-routed design as 14,500 um.
- The run gives the number of remaining DRC errors as 0.

Placement:
- The placement report lists the number of port buffers as about 260.
- The detailed placer reported the number of placed instances as approximately 840.
- The run gives the half-perimeter wire length after detailed placement as approximately 13,000 um.
- The run puts the global placement routability congestion at between 0.8 and 0.9.

Global routing:
- Entering global routing, the biggest net connects 9 pins.
- The run puts the final global-route overflow total at 0.
- The run puts the initial antenna violation count at 0.
- The run puts the via count of the first global-routing pass at around 4.4k.
- The run gives the wire length of the first global-routing pass as approximately 23,000 um.
- Overall routing resource usage recorded by global route was 0.170.

Floorplanning:
- The run gives the total die area as 16,100 um^2.
- The run puts the effective utilization at floorplan at 0.327.
- The run gives the top-level I/O count as between 200 and 300.
- The floorplan step set the die height to around 130 um.
- Measured along the x axis, the die boundary spans 127 um.
- The total area inside the core boundary comes to 11,300 um^2.
- The run gives the number of placement rows as 39.

Synth:
- The run gives the gate count of the mapped netlist as approximately 510.
- The run puts the post-synthesis instance area at between 3000 and 4000 um^2.
- The run gives the count of different cell masters after synthesis as approximately 54.
- The run gives the mean instance size in the synthesized netlist as between 7 and 8 um^2.
- The run puts the Yosys warning count at 1.
- Per Yosys stat, the portion of area used by sequential elements is 0.
- The run puts the number of cells in the yosys synthesis report at approximately 510.
- The run gives the area of the synthesized netlist per yosys stat as 3700 um^2.

Worst setup path:
- STA classifies the critical path startpoint as an input pin.
- According to the timing report, the critical path is launched from b[0].
- According to the timing report, the data required time at the worst endpoint equals 13.52 ns.
- The run gives the largest driver fanout on the critical path as 4.
- The run puts the data arrival time of the worst path at 6.75 ns.
- STA classifies the critical path endpoint as an output pin.
- In the setup report, the worst path falls into the class in -> out.
- Per STA, the endpoint of the critical path is a_s[28].

Hold path:
- Checking hold timing, the worst path is listed with class in -> out.

CTS:
- Buffers inserted to repair hold after CTS numbered 0.
- The run puts the number of gates resized after CTS at 0.
- Post-CTS timing repair inserted 0 buffers for setup.

Run status:
- The flow ran to the end, and the final reports show no timing, DRC or antenna violations.

Flow run:
- The report counts max-capacitance violations totalling 0.
- The run gives the total number of warnings across the stage logs as 32.
[final cells by class]
class                           count  area [um^2]
Multi-Input combinational cell    427         3130
Tap cell                          143          179
Antenna cell                        1         2.50
Fill cell                        1092         5390
Timing Repair Buffer              256         2560
Inverter                           15         56.3
[per-layer routing]
metal,global-route usage,up-vias,part of all wire
met4,0.0100,0,0.0074
met5,0,-,0
met3,0.0415,8,0.076
li1,-,2205,-
met1,0.202,1964,0.41
met2,0.314,159,0.51
[per-stage QoR]
stage	hold WS, ns	setup WS, ns	util	power (uW)	cell area (um^2)
2_1_floorplan	6.83	8.00	-	113	3700
3_3_place_gp	7.60	6.82	0.524	248	5930
3_5_place_dp	7.60	6.77	0.524	247	5930
4_1_cts	7.60	6.76	0.524	249	5930
5_1_grt	7.61	6.60	0.524	270	5930
6_report	7.59	6.77	0.524	246	5930
[critical path, cell delays in order]
cell,delay (ns)
sky130_fd_sc_hd__clkdlybuf4s50_1,0.42
sky130_fd_sc_hd__ha_1,0.22
sky130_fd_sc_hd__fa_1,0.41
sky130_fd_sc_hd__a21oi_1,0.20
sky130_fd_sc_hd__o21ai_1,0.11
sky130_fd_sc_hd__a2111o_1,0.42
sky130_fd_sc_hd__a311oi_2,0.40
sky130_fd_sc_hd__o41ai_2,0.17
sky130_fd_sc_hd__a21oi_1,0.25
sky130_fd_sc_hd__a21oi_1,0.12
sky130_fd_sc_hd__xor2_1,0.16
sky130_fd_sc_hd__clkdlybuf4s50_1,0.49
[synth_stat cells, types with 2 or more instances]
library cell	instances	share of area
sky130_fd_sc_hd__xor2_1	21	0.050
sky130_fd_sc_hd__o41ai_2	2	0.0088
sky130_fd_sc_hd__nand2_1	37	0.038
sky130_fd_sc_hd__nor3_1	4	0.0054
sky130_fd_sc_hd__a221o_1	2	0.0054
sky130_fd_sc_hd__nand4_1	7	0.012
sky130_fd_sc_hd__or4_1	2	0.0041
sky130_fd_sc_hd__buf_4	64	0.13
sky130_fd_sc_hd__nand2b_1	4	0.0068
sky130_fd_sc_hd__inv_1	15	0.015
sky130_fd_sc_hd__a21o_1	28	0.057
sky130_fd_sc_hd__o21ai_1	5	0.0068
sky130_fd_sc_hd__a41oi_1	2	0.0047
sky130_fd_sc_hd__fa_1	2	0.011
sky130_fd_sc_hd__a21oi_2	2	0.0047
sky130_fd_sc_hd__nor2b_1	7	0.012
sky130_fd_sc_hd__a21oi_1	56	0.076
sky130_fd_sc_hd__ha_1	62	0.21
sky130_fd_sc_hd__xnor2_1	40	0.095
sky130_fd_sc_hd__nand3_1	16	0.022
sky130_fd_sc_hd__a211oi_1	9	0.018
sky130_fd_sc_hd__o21bai_1	4	0.0081
sky130_fd_sc_hd__o21a_1	8	0.016
sky130_fd_sc_hd__and3_1	5	0.0085
sky130_fd_sc_hd__nor2_1	40	0.041
sky130_fd_sc_hd__o21ai_0	24	0.032
sky130_fd_sc_hd__a31oi_1	12	0.020
sky130_fd_sc_hd__clkbuf_1	8	0.0081
[worst min-delay path by stage]
stage | startpoint | slack [ns] | cells past startpoint | endpoint
final | b[13] | 7.59 | 2 | b_s[20]
after global routing | d[22] | 7.61 | 2 | d_s[30]
after CTS | d[22] | 7.60 | 2 | d_s[30]
[cell families after synthesis]
| family | count (synthesis) | synth area share |
|---|---|---|
| xor gates and xnor gates | 61 | 0.144 |
| adders and majority gates | 64 | 0.220 |
| buffers and inverters | 87 | 0.153 |
| and+or+nand+nor | 126 | 0.157 |
| AOI/OAI and AO/OA | 176 | 0.325 |
[power groups by stage]
stage	Sequential, uW	Combinational, uW	Clock (uW)
CTS	0	249	0
global route	0	270	0
finish	0	246	0.00000792
Power is estimated from default activity; no workload was simulated.
