==> flow/design.v <==
module quarterR (Resultado,Pronto,MatQ,Double_Word,Carregar,Descarrega,Iniciar,Clk,Reset);
parameter num_bits=32,
			 estado_inicial=4'b0000,	
			 Atribu_variavel_repete1=4'b0001,
			 repete1=4'b0010,
			 Q_r=4'b0011,
			 contin=4'b0100,
			 Fim_repete1=4'b0101,
			 soma=4'b0110,
			 pronto1=4'b0111,
			 estado_reset=4'b1000;
output reg [num_bits -1:0] Resultado;
output reg 					Pronto;
input [num_bits -1:0] MatQ;
input [3:0]			 Double_Word;
input 				 Carregar;
input					 Descarrega;
input 				 Iniciar;
input			  		 Clk;
input					 Reset;		
reg [num_bits -1:0] Const[3:0],Const_ini [3:0],Const_m [3:0];
reg [num_bits -1:0] Chave [7:0],Chave_ini [7:0],Chave_m [7:0];
reg [num_bits -1:0] Contador,Contador_ini,Contador_m;
reg [num_bits -1:0] Nonce [2:0],Nonce_ini [2:0],Nonce_m [2:0];
reg [3:0] estado_atual,estado_futuro,estado_parado;
reg [4:0] cont,cont1;
always @(posedge Clk)
begin
if(Iniciar)
begin
estado_parado<=estado_inicial;
end 
else
begin
estado_parado<=estado_reset;
end
end
always @(posedge Clk)
begin
if (Reset)
begin
	estado_atual<=estado_reset;
end
else
begin
	estado_atual<=estado_futuro;
end
end
always @(posedge Carregar)
begin 
case(Double_Word)
4'b0000:begin 
				Chave[0]=MatQ;
		  end
4'b0001:begin 
				Chave[1]=MatQ;
		  end
4'b0010:begin 
				Chave[2]=MatQ;
		  end
4'b0011:begin 
				Chave[3]=MatQ;
		  end
4'b0100:begin 
				Chave[4]=MatQ;
		  end
4'b0101:begin 
				Chave[5]=MatQ;
		  end
4'b0110:begin 
				Chave[6]=MatQ;
		  end
4'b0111:begin 
				Chave[7]=MatQ;
		  end
4'b1000:begin 
				Contador=MatQ;
		  end
4'b1001:begin 
				Nonce[0]=MatQ;
		  end
4'b1010:begin 
				Nonce[1]=MatQ;
		  end
4'b1011:begin 
				Nonce[2]=MatQ;
		  end
endcase
end
always @(estado_atual)
begin
estado_futuro<=estado_atual;
case(estado_atual)
estado_reset:begin
						Const[0]<=32'H61707865;
						Const[1]<=32'H3320646e;
						Const[2]<=32'H79622d32;
						Const[3]<=32'H6b206574;
						Const_ini[0]<=32'H61707865;
						Const_ini[1]<=32'H3320646e;
						Const_ini[2]<=32'H79622d32;
						Const_ini[3]<=32'H6b206574;
						Pronto<=0;
						estado_futuro<=estado_parado;
				 end	
estado_inicial:begin
					   Chave_ini[0]<=Chave[0];
						Chave_ini[1]<=Chave[1];
					   Chave_ini[2]<=Chave[2];
						Chave_ini[3]<=Chave[3];
						Chave_ini[4]<=Chave[4];
						Chave_ini[5]<=Chave[5];
						Chave_ini[6]<=Chave[6];
						Chave_ini[7]<=Chave[7];
						Contador_ini<=Contador;
						Nonce_ini[0]<=Nonce[0];
						Nonce_ini[1]<=Nonce[1];
						Nonce_ini[2]<=Nonce[2];
						estado_futuro<=Atribu_variavel_repete1;
					end
Atribu_variavel_repete1:begin					
				cont<=0;
				estado_futuro<=repete1;
		  end	
repete1:
			begin
				if(cont>9)
				begin
					estado_futuro<=Fim_repete1;
				end
				else
				begin
					estado_futuro<=Q_r;
				end
			end
Q_r:
				begin
					 Q_R_Gera(Const_m[0],Chave_m[0],Chave_m[4],Contador_m,Const[0],Chave[0],Chave[4],Contdor);
					 Q_R_Gera(Const_m[1],Chave_m[1],Chave_m[5],Nonce_m[0],Const[1],Chave[1],Chave[5],Nonce[0]);
					 Q_R_Gera(Const_m[2],Chave_m[2],Chave_m[6],Nonce_m[1],Const[2],Chave[2],Chave[6],Nonce[1]);
					 Q_R_Gera(Const_m[3],Chave_m[3],Chave_m[7],Nonce_m[2],Const[3],Chave[3],Chave[7],Nonce[2]);
					 Q_R_Gera(Const_m[0],Chave_m[1],Chave_m[6],Nonce_m[2],Const[0],Chave[1],Chave[6],Nonce[2]);
					 Q_R_Gera(Const_m[1],Chave_m[2],Chave_m[7],Contador_m,Const[1],Chave[2],Chave[7],Contador);
					 Q_R_Gera(Const_m[2],Chave_m[3],Chave_m[4],Nonce_m[0],Const[2],Chave[3],Chave[4],Nonce[0]);
					 Q_R_Gera(Const_m[3],Chave_m[0],Chave_m[5],Nonce_m[1],Const[3],Chave[0],Chave[5],Nonce[1]);
					 estado_futuro<=contin;
				end
contin:	begin
					cont<=cont+1;
					estado_futuro<=repete1;
				end	
Fim_repete1:begin
					estado_futuro<=soma;
				end	
soma:
				begin
						Chave_ini[0]<=Chave_ini[0] + Chave_m[0];
						Chave_ini[1]<=Chave_ini[1] + Chave_m[1];
					   Chave_ini[2]<=Chave_ini[2] + Chave_m[2];
						Chave_ini[3]<=Chave_ini[3] + Chave_m[3];
						Chave_ini[4]<=Chave_ini[4] + Chave_m[4];
						Chave_ini[5]<=Chave_ini[5] + Chave_m[5];
						Chave_ini[6]<=Chave_ini[6] + Chave_m[6];
						Chave_ini[7]<=Chave_ini[7] + Chave_m[7];
						Contador_ini<=Contador_ini + Contador_m;
						Nonce_ini[0]<=Nonce_ini[0] + Nonce_m[0];
						Nonce_ini[1]<=Nonce_ini[1] + Nonce_m[1];
						Nonce_ini[2]<=Nonce_ini[2] + Nonce_m[2];
						Const_ini[0]<=Const_ini[0] + Const_m[0];
						Const_ini[1]<=Const_ini[1] + Const_m[1];
						Const_ini[2]<=Const_ini[2] + Const_m[2];
						Const_ini[3]<=Const_ini[3] + Const_m[3];
						estado_futuro <= pronto1;
						cont<=0;
				end
pronto1:	begin
					Pronto<=1;
					estado_futuro <= pronto1;
				end	
endcase	
end
always @(negedge Descarrega)
begin
	if(Pronto)
	begin	
		cont1<=cont1+1;
	end
end
always @(posedge Descarrega)
begin 
case(cont1)
4'b0000:begin 
			Resultado<=	Const_ini[0];
		  end
4'b0001:begin 
			Resultado<=	Const_ini[1];	
		  end
4'b0010:begin 
			Resultado<=	Const_ini[2];
		  end
4'b0011:begin 
			Resultado<=	Const_ini[3];
		  end
4'b0100:begin 
			Resultado<=Chave_ini[0];
		  end
4'b0101:begin 
			Resultado<=Chave_ini[1];
		  end
4'b0110:begin 
			Resultado<=Chave_ini[2];
		  end
4'b0111:begin 
			Resultado<=Chave_ini[3];
			end
4'b1000:begin 
			Resultado<=Chave_ini[4];
		  end
4'b1001:begin 
			Resultado<=Chave_ini[5];
		  end
4'b1010:begin 
			Resultado<=Chave_ini[6];
		  end
4'b1011:begin 
			Resultado<=Chave_ini[7];
		  end
4'b1100:begin 
			Resultado<=Contador_ini;
		  end
4'b1101:begin 
			Resultado<=Nonce_ini[0];
		  end
4'b1110:begin 
			Resultado<=Nonce_ini[1];
		  end
4'b1111:begin 
			Resultado<=Nonce_ini[2];
		  end
endcase
end
task Q_R_Gera ;
output [num_bits -1:0] a_s,b_s,c_s,d_s;
input [num_bits -1:0] a,b,c,d;
begin
	 a_s = a+ b;
	 d_s = d ^ a;
	 d_s = (((d) << (16)) | ((d) >> ( 16)));
    c_s = c + d;
	 b_s = b ^ c;
	 b_s = (((b) << (12)) | ((b) >> ( 20)));
    a_s = a+ b;
	 d_s = d ^ a;
	 d_s = (((d) << (8)) | ((d) >> ( 24)));
    c_s = c + d;
	 b_s = b ^ c;
	 b_s = (((b) << (7)) | ((b) >> ( 25))) ;
end
endtask
endmodule
==> flow/run.sh <==
#!/bin/bash
# OpenROAD 26Q1-2900-gdf79404cd8, Yosys 0.63+post, stock flow scripts
make -C /OpenROAD-flow-scripts/flow DESIGN_CONFIG=/design/flow/config.mk WORK_HOME=/design/flow/orfs finish
==> flow/config.mk <==
export PLATFORM = sky130hd
export DESIGN_NAME = quarterR
export DESIGN_NICKNAME = quarterR
export VERILOG_FILES = /design/flow/design.v
export SDC_FILE = /design/flow/constraint.sdc
export NUM_CORES = 4
export LEC_CHECK = 1
export CORE_UTILIZATION = 40
==> flow/constraint.sdc <==
current_design quarterR

set clk_period 152.6
set clk_io_pct 0.2

create_clock -name clk0 -period $clk_period [get_ports {Carregar}]
create_clock -name clk1 -period $clk_period [get_ports {Clk}]
create_clock -name clk2 -period $clk_period [get_ports {Descarrega}]

set non_clock_inputs [all_inputs -no_clocks]
set_input_delay [expr $clk_period * $clk_io_pct] -clock clk0 $non_clock_inputs
set_output_delay [expr $clk_period * $clk_io_pct] -clock clk0 [all_outputs]
==> metrics.csv <==
metric;value;unit
antenna violations before repair;38;
clock transition at the registers of the reported paths;0.08;ns
routed len/inst;33.89;um
detailed-placement wirelength estimate;274300;um
power density over the cells;4.874;mW/mm2
maxcap violations;0;
worst hold path startpoint;estado_parado[3];
residual DRC count;0;
post-synthesis area per instance;9.125;um2
setup repair after global routing missed its margin;no;
tally of filler cells in the layout;16260;
startpoint types;flip-flop;
worst-case vdd ir drop;7.403;uV
largest incremental delay on the critical path;0.74;ns
pin count of the biggest net entering global routing;136;
number of unconstrained endpoints;1032;
classification of the worst setup path;flip-flop to flip-flop;
final tally of setup violations;0;
Buffers & Inverters on Critical Path;2;
Required @ worst endpoint;152.65;ns
hold-fix buffers at CTS;0;
top-level I/O count;74;
aggregate negative setup slack;0;ns
first-pass GRT wire length;445500;um
CTS tree;done;
most prevalent standard cell on the critical path;nand2_1;
PostCTS Resize Cnt;0;
launch instance of the worst register-to-register path;cont1[1];
yosys cell count;7465;
outcome;complete, no violations;
proportion of layout cells with a drive suffix above 1;4.050;%
leakage dissipation;32.41;nW
worst slew margin relative to its limit;37.44;%
Synth cell types;102;
leading register cell type out of synthesis;dlxtn_1;
vias in the first global route;56380;
warning total across the stage logs;39;
Cells after Synth;7465;
post-CTS setup buffer count;0;
worst slew pin tran;0.9258;ns
fraction of registers with async set/reset;0;%
total power after layout;0.3578;mW
routability congestion estimate;1.103;
fraction of post-synthesis cell area in the top cell type by area;18.56;%
gr ovfl total;0;
placeable core area;0.1693;mm2
number of nets still failing antenna checks after routing;0;
fin. max-slew vios;0;
Hold/Removal Path Class;flip-flop to flip-flop;
Die Footprint;0.1720;mm2
Post-Syn Area;0.06812;mm2
top cells by count;nand2_1 (786), ha_1 (631), a21oi_1 (594);
wire length reported by the detailed router;329400;um
yosys stat chip area;0.06812;mm2
count of state elements after synthesis;1452;
Die H;414.7;um
slowest CP cell;nor3_2;
Pre-Repair DR Iteration Count;6;
number of hold violations in the final report;0;
launching instance or port of the critical path;cont1[1];
cell type group with the largest total delay on the critical path;simple AND/OR/NAND/NOR gates;
Port Buffers;71;
starting utilization of the core area;40.24;%
post-synth top area cell;edfxtp_1;
via count of the routed design;58280;
leading post-synthesis cells by cell area;edfxtp_1 (19%), ha_1 (12%), dlxtn_1 (11%);
critical path data arrival time;79.81;ns
worst-path maximum fanout;22;
cell breakdown of the critical path;inv_1, ha_1, nand2_1, nor3_2, buf_4, a22oi_1, nand2_1, a21oi_1, a41oi_1;
number of core rows;151;
GRT Util Overall;39.37;%
number of enable flip-flop cells;421;
Max Clock Skew;0.08382;ns
library cell with the highest instance count after synthesis;nand2_1;
Die Wd;414.7;um
detail-routed via count per cell;5.997;
iteration-0 DRC count of the detailed router;4703;
area growth from synthesis to layout;7.755;%
yosys warning tally;528;
endpoint kind of the worst setup timing path;flip-flop;
register pins left without a clock;1026;
-- placed cells by master (no fill, tap or decap), types with 20 or more instances in the layout --
master           instances
o211ai_1                26
xnor2_1                370
and2_1                  25
a22o_1                  20
or3_1                   21
fa_1                    20
nor2_1                 396
edfxtp_1               421
o21ai_1                 26
a222oi_1                23
inv_1                  166
dlxtp_1                508
mux2i_1                 20
and3_1                  72
nand3_1                150
nand2b_1                74
nor3_1                  73
nand2_1                786
o21ai_0                592
dlxtn_1                518
clkbuf_16               54
diode_2                 20
nand4_1                100
xor2_1                 309
a221oi_1                34
o21a_1                  56
clkdlybuf4s50_1         71
o31ai_1                 33
a22oi_1                160
a21o_1                 371
a211oi_1                44
a21oi_1                594
o21bai_1                80
a31oi_1                 69
nor2b_1                 84
ha_1                   630
buf_4                   93
-- routing by layer --
metal	wire length [um]	up-vias	part of all wire, %	GRT usage, %
met4	22000	18	6.7	20.03
li1	-	27170	-	-
met3	42410	511	13	19.19
met1	122300	28220	37	48.69
met2	142600	2362	43	57.71
met5	115	-	0.035	0
-- path summary, 6_finish.rpt --
check / endpoint / slack (ns) / cells past startpoint
max in group clk0: Resultado[26] / 120.53 / 1
max in group clk1: estado_atual[3] / 121.50 / 2
setup reg to reg: Resultado[17] / 72.84 / 9
hold reg to reg: estado_atual[3] / 0.50 / 2
setup / recovery: Resultado[17] / 72.84 / 9
min in group clk2: cont1[0] / 0.67 / 1
min in group clk0: Chave[2][20] / 30.74 / 2
hold / removal: estado_atual[3] / 0.50 / 2
-- power breakdown --
group          switching [mW]  internal (mW)
clock network          0.0545         0.0780
logic                  0.0374         0.0211
registers              0.0169          0.150
-- metrics by stage --
| step | hold WS [ns] | worst slack [ns] | cells | cell area [um2] | utilization, % |
|---|---|---|---|---|---|
| 6_report | 0.4998 | 72.84 | 9719 | 73400 | 43.36 |
| 2_1_floorplan | 0.4453 | 74.04 | 7465 | 68120 | - |
| 3_5_place_dp | 0.4786 | 72.97 | 9602 | 71560 | 42.27 |
| 5_1_grt | 0.5382 | 72.81 | 9702 | 73360 | 43.34 |
| 4_1_cts | 0.5080 | 72.93 | 9699 | 73350 | 43.33 |
| 3_3_place_gp | 0.4821 | 72.91 | 9602 | 71560 | 42.27 |
-- worst register-to-register path, stage by stage, from the launching register on --
cell and delay [ns]:
edfxtp_1 0.43, inv_1 0.11, ha_1 0.17, nand2_1 0.35, nor3_2 0.74, buf_4 0.49, a22oi_1 0.17, nand2_1 0.09
a21oi_1 0.05, a41oi_1 0.54
-- kinds of logic after synthesis --
kind of cell,count (synthesis),share of synthesized area [%]
multiplexers,39,0.6080
latches,1026,22.62
buffers and inverters,409,2.320
adder cells (fa/ha/maj),651,12.18
AND-OR/OR-AND,2347,22.18
XOR/XNOR,679,8.730
AND/OR/NAND/NOR,1888,12.67
flip-flops,426,18.71
-- layout make-up --
class,count,area [um2],area share [%]
antenna,20,50.05,0.06818
multi-input combinational,5604,38600,52.59
sequential,1452,28150,38.35
tap,2218,2775,3.781
inverter,162,608.1,0.8284
timing repair buffer,165,1429,1.947
clock inverter,38,420.4,0.5727
clock buffer,60,1374,1.872
-- state kept, by name, indices dropped and copies added, names as in the netlist --
name / count
Nonce: 96
Contador: 32
Const_m: 128
estado_parado: 1
Contador_ini: 32
Const_ini: 128
Contador_m: 32
Resultado: 32
Nonce_ini: 96
cont1: 5
Nonce_m: 96
cont: 5
Chave: 256
Chave_m: 252
Chave_ini: 256
Pronto: 1
estado_atual: 4
Power figures rest on the tool's default switching activity, not on a simulated workload.
